`design.v`:
```
module msrv32_alu (op_1_in , op_2_in , opcode_in , result_out);
input [31:0] op_1_in , op_2_in ;
input [3:0] opcode_in ;
output reg[31:0] result_out;
wire ltus , lts ,cop1 ,cop2;
wire [31:0] crs1 , crs2;
assign crs1 = ~op_1_in + 1'b1;
assign crs2 = ~op_2_in + 1'b1;
assign cgs = crs1 > crs2 ? 1:0;
assign ltus = op_1_in < op_2_in ? 1:0;
assign lts = (op_1_in[31] != op_2_in[31])? ((op_1_in[31]==0)? 0:1):((op_1_in[31]==1)?cgs:ltus);
always @(*)
begin
case (opcode_in)
4'b0000: result_out = op_1_in + op_2_in ; 
4'b1000: result_out = op_1_in - op_2_in;
4'b0010: result_out = lts;
4'b0011: result_out = ltus;
4'b0111: result_out = op_1_in & op_2_in;
4'b0110: result_out = op_1_in | op_2_in;
4'b0100: result_out = op_1_in ^| op_2_in;
4'b0001: result_out = op_1_in << op_2_in;
4'b0101: result_out = op_1_in >> op_2_in;
4'b1101: result_out = op_1_in >>> op_2_in;
default: result_out = 32'h00000000;
endcase
end
endmodule
```
`run.sh`:
```
#!/bin/bash
# OpenROAD 26Q1-2900-gdf79404cd8, Yosys 0.63+post, stock flow scripts
make -C /OpenROAD-flow-scripts/flow DESIGN_CONFIG=/design/flow/config.mk WORK_HOME=/design/flow/orfs finish
```
`config.mk`:
```
export PLATFORM = sky130hd
export DESIGN_NAME = msrv32_alu
export DESIGN_NICKNAME = msrv32_alu
export VERILOG_FILES = /design/flow/design.v
export SDC_FILE = /design/flow/constraint.sdc
export NUM_CORES = 4
export LEC_CHECK = 1
export CORE_UTILIZATION = 30
```
`constraint.sdc`:
```
current_design msrv32_alu

set clk_period 20.2
set clk_io_pct 0.2

create_clock -name clk0 -period $clk_period

set non_clock_inputs [all_inputs -no_clocks]
set_input_delay [expr $clk_period * $clk_io_pct] -clock clk0 $non_clock_inputs
set_output_delay [expr $clk_period * $clk_io_pct] -clock clk0 [all_outputs]
```
==> impl_metrics.csv <==
group,metric,value,unit
place,globalplace.congestion,1.044,
timing,fin_tns_setup,0,ps
route,n_antenna_cell,0,
die,initCoreUtil,0.3060,
critical_path,cp-end-kind,"output port",
timing,worst_pin_slew,839.8,ps
final_layout,nFillCells,3501,
critical_path,crit_end,"result_out[0]",
final_layout,num-clock-buffers,0,
yosys,yosys_warnings,2,
run_status,status,"finished, final reports clean",
final_layout,layout_top_cell,"nor2_1",
hold_path,hold_class,"input port to output port",
die,std_cell_rows,66,
critical_path,crit_cells,19,
yosys,avgSynthCellArea,6.762,um^2
hold_path,hold_path_startpoint,"op_2_in[2]",
place,port-buffer-count,100,
yosys,yosysCellCount,1476,
critical_path,crit_chain,"clkdlybuf4s50_1 -> nor4_1 -> and3_1 -> and3_1 -> nand2b_1 -> nor2_1 -> nand2_1 -> nor4_1 -> xnor2_1 -> ha_1 -> a21o_1 -> a21o_1 -> a21oi_1 -> nor2b_1 -> o21ai_0 -> a21oi_1 -> o21ai_0 -> nand3_2 -> clkdlybuf4s50_1",
critical_path,worstPathRequired,16160,ps
clock_network,cts_setup_buffers,0,
critical_path,crit_type,"input port to output port",
route,vias_per_cell,6.042,
die,core,32620,um^2
yosys,syn_area,9981,um^2
die,die_w,184.4,um
route,wl_per_cell,23.10,um
global_routing,grt_pass1_vias,10860,
timing,fin_crit_sh,0.6374,
route,via_count,11590,
critical_path,startpoint_type,"input port",
global_routing,grt_max_degree,68,
run,cap_violations,0,
final_layout,area_growth,11.38,%
global_routing,antenna_found_initial,0,
route,drt-total-wl,44.31,mm
final_layout,lay_top_cells,"nor2_1, a21oi_1, ha_1, inv_1, clkdlybuf4s50_1",
die,die_h,184.4,um
critical_path,critPathLaunch,"op_1_in[2]",
place,placed_cells,1918,
hold_path,holdPathStages,6,
route,drcViolationCount,0,
critical_path,cp_num_buf_inv,2,
place,place_hpwl,35.52,mm
route,first_pass_iters,5,
timing,fmax,77.67,MHz
critical_path,cp.arrival,8840,ps
yosys,synth.distinct_cells,91,
global_routing,grt_usage,0.2652,
timing,slew_viol_final,0,
yosys,ys_chip_area,9981,um^2
run,tool_warnings,96,
critical_path,worstPathMaxFanout,14,
critical_path,slowest_delay,690,ps
yosys,synthCells,1476,
clock_network,hold_buffers,0,
die,dieArea,34000,um^2
critical_path,crit_family,"simple AND/OR/NAND/NOR gates",
critical_path,crit_slowest_cell,"clkdlybuf4s50_1",
final_layout,seq_area,0,um^2
timing,rsz0062_at_grt,"false",
power_and_ir_drop,power.density,23.75,nW/um^2
global_routing,grt_overflow,0,
route,drtAntennaViolNets,0,
timing,finalSetupViolCount,0,
clock_network,cts.repair.resized,0,
power_and_ir_drop,p_leak,4.300,nW
power_and_ir_drop,irDropWorstVdd,12.52,uV
yosys,ys_seq_share,0,
timing,finalHoldViolations,0,
timing,max-slew-margin-rel,0.4367,
global_routing,grt_pass1_wl,67.41,mm
die,ios,100,
route,first_iter_violations,1061,
final_layout,final_cell_count_no_fill,1918,
final_layout,logic_area,9062,um^2
timing,fin_crit,12880,ps
final_layout,final_layout_size_suffix_gt1_frac,0.06775,
final_layout,design.seq.count,0,
[cell usage after synthesis, types with 7 or more instances]
cell type | n | area (um^2)
and3_1 | 10 | 62.56
or3_1 | 12 | 75.07
a21o_1 | 20 | 150.1
a211oi_1 | 37 | 277.8
o21bai_1 | 10 | 75.07
mux4_2 | 29 | 653.1
nor2_1 | 195 | 732.0
o21ai_0 | 90 | 450.4
and2_1 | 7 | 43.79
a221oi_1 | 19 | 166.4
nor3_1 | 63 | 315.3
clkbuf_1 | 66 | 247.7
a31oi_1 | 8 | 50.05
nand2b_1 | 12 | 75.07
xnor2_1 | 83 | 727.0
nor4_1 | 25 | 156.4
o211ai_1 | 13 | 97.59
buf_2 | 39 | 195.2
mux2i_1 | 49 | 490.5
o21ai_1 | 20 | 100.1
o31ai_1 | 11 | 82.58
a22oi_1 | 18 | 135.1
ha_1 | 129 | 1614
nand2_1 | 79 | 296.5
nand4_1 | 11 | 68.82
nand3_1 | 27 | 135.1
nor2b_1 | 12 | 75.07
a21oi_1 | 135 | 675.7
a211o_1 | 9 | 78.83
inv_1 | 97 | 364.1
buf_1 | 7 | 26.28
o221ai_1 | 12 | 105.1
[routing by layer]
metal,GRT usage,vias up,routed length [um],share of wire
met1,0.3801,5505,19510,0.44
met3,0.04124,81,3617,0.082
met2,0.4154,596,19850,0.45
li1,-,5407,-,-
met4,0.06667,0,1331,0.030
met5,0,-,0,0
[kinds of logic (layout without fill, tap and decap cells)]
logic type / count (synthesis) / after routing / synth area share
AND/OR/NAND/NOR: 489 / 489 / 0.2388
adder cells (fa/ha/maj): 131 / 131 / 0.1657
XOR/XNOR: 89 / 89 / 0.07885
multiplexers: 80 / 80 / 0.1168
buffers and inverters: 220 / 220 / 0.09252
AND-OR/OR-AND: 467 / 467 / 0.3073
[power breakdown]
group | internal, W | leakage [nW] | switching [W]
registers | 0 | 0 | 0
logic | 0.000104 | 4.30 | 0.000160
clock network | 0 | 0 | 0
total | 0.000104 | 4.30 | 0.000160
[through the flow]
| stage | util | hold WS (ps) | worst slack [ps] | total power (W) | area [um^2] |
|---|---|---|---|---|---|
| after floorplan | - | 8160 | 8326 | 0.0001688 | 9981 |
| after global placement | 0.3408 | 9085 | 7430 | 0.0002587 | 11120 |
| after detailed placement | 0.3408 | 9110 | 7389 | 0.0002571 | 11120 |
| after CTS | 0.3408 | 9110 | 7361 | 0.0002586 | 11120 |
| after global routing | 0.3408 | 9183 | 6765 | 0.0002857 | 11120 |
| final | 0.3408 | 9091 | 7325 | 0.0002640 | 11120 |
[worst min-delay path by stage]
stage	to	slack, ps
after global routing	result_out[2]	9180
after CTS	result_out[2]	9110
final	result_out[2]	9090
[layout make-up]
type / count / area share
Inverter: 100 / 0.03376
Timing Repair Buffer: 120 / 0.1013
Multi-Input combinational cell: 1256 / 0.8152
Tap cell: 442 / 0.04975
Power figures rest on the tool's default switching activity, not on a simulated workload.
