==> flow/design.v <==
module msrv32_integer_file(ms_riscv32_mp_clk_in , ms_riscv32_mp_rst_in , rs_2_addr_in , rd_addr_in , wr_en_in , rd_in , rs_1_addr_in , rs_1_out , rs_2_out);
input ms_riscv32_mp_clk_in , ms_riscv32_mp_rst_in , wr_en_in;
input [4:0] rs_2_addr_in , rd_addr_in  , rs_1_addr_in;
input [31:0] rd_in;
output reg[31:0] rs_1_out , rs_2_out ;
integer i , j;
reg [31:0] reg_file [0:31] ; 
always @ (*)
begin
if(rs_1_addr_in == rd_addr_in && wr_en_in == 1 && rd_addr_in !=0)
rs_1_out = rd_in;
else
rs_1_out = reg_file[rs_1_addr_in];
end
always @ (*)
begin
if(rs_2_addr_in == rd_addr_in && wr_en_in == 1 && rd_addr_in !=0)
rs_2_out = rd_in;
else
rs_2_out = reg_file[rs_2_addr_in];
end
always @ (posedge ms_riscv32_mp_clk_in )
begin
if(ms_riscv32_mp_rst_in==1)
begin
for(j=0 ; j<32 ; j=j+1)
reg_file[j] <= 32'h00000000;
end
else 
begin
if(wr_en_in && rd_addr_in )
reg_file[rd_addr_in] <= rd_in; 
end
end
endmodule
==> flow/run.sh <==
#!/bin/bash
# OpenROAD 26Q1-2900-gdf79404cd8, Yosys 0.63+post, stock flow scripts
make -C /OpenROAD-flow-scripts/flow DESIGN_CONFIG=/design/flow/config.mk WORK_HOME=/design/flow/orfs finish
==> flow/config.mk <==
export PLATFORM = sky130hd
export DESIGN_NAME = msrv32_integer_file
export DESIGN_NICKNAME = msrv32_integer_file
export VERILOG_FILES = /design/flow/design.v
export SDC_FILE = /design/flow/constraint.sdc
export NUM_CORES = 4
export LEC_CHECK = 1
export CORE_UTILIZATION = 40
==> flow/constraint.sdc <==
current_design msrv32_integer_file

set clk_period 12.6
set clk_io_pct 0.2

create_clock -name clk0 -period $clk_period [get_ports {ms_riscv32_mp_clk_in}]

set non_clock_inputs [all_inputs -no_clocks]
set_input_delay [expr $clk_period * $clk_io_pct] -clock clk0 $non_clock_inputs
set_output_delay [expr $clk_period * $clk_io_pct] -clock clk0 [all_outputs]
==> out/results.txt <==
Max reg flops = 1024
Arr. time, crit path = 6.32 ns
Fin. Hold Viols = 0
Sink Count = 1024
Max Cap Viol = 0
Yosys Instances = 3494
PortBufs = 113
Crit path DRT = 10.08 ns
RSZ-0062 raised after global routing = false
Least-Margin Pin Slew = 0.946 ns
Final setup margin = 3.76 ns
Cts bufs inserted = 111
Routability Congestion = 0.899
Die height = 370 microns
Initial DRC count = 2224
Total global-route track usage = 29.5%
Die area = 137000 sq um
Row count = 134
Tool warnings = 26
Die width = 370 microns
DP HPWL = 102000 microns
Internal power = 6.29 mW
Layout area overhead = 11.8%
Post-Syn Area = 54100 sq um
Peak VDD IR = 105 uV
DRC Markers = 0
Dpl ws = 3.84 ns
Via count = 32600
Setup Viol. Count Final = 0
Fraction of registers with async set/reset = 0%
Cycle use final = 70.1%
Pwr Density = 137 nW/um^2
Post-synth EDFFs = 1024
Htree depth = 3
Highest clock rate = 0.113 GHz
DR vias/cell = 6.06
Largest net degree at the start of global routing = 92
Sequential share of power = 48.5%
Top cell area share = 56.8%
Number of global-route vias before repair = 34800
CORE AREA = 134000 sq um
Status = completed
Worst setup EP type = output port
First-pass iteration count of the detailed router = 18
Hold slack = 2.63 ns
Switching share of total power = 24.1%
Grt ovf = 0
I/O pins = 114
Routed WL per cell = 33.9 microns
Critical path launch point type = primary input
Setup Buffers After CTS = 0
First-pass GRT wire length = 256000 microns
Post-synth top flop = edfxtp_1
Kind of critical path = in -> out
Setup TNS = 0 ns
Final worst path period need = 8.84 ns
Root buf cell = clkbuf_16
# fillers = 11400
Crit-path max FO = 42
Number of gates resized after CTS = 0
Biggest register = reg_file
Top cells, area = edfxtp_1 57%, mux4_2 20%, and2_1 11%
Largest registers = reg_file (1024)
Combinational Power Share = 11.5%
Max Slew Vio Count = 0
Worst hold path class = in -> reg
Largest area contributor in the netlist = edfxtp_1
Ys Warns = 1
Netlist cell types = 43
Clock power frac = 40.1%
Layout cells sized above 1 = 24.5%
Register share after synthesis = 56.8%
Final wirelength = 183000 microns
Synth top cell by count = edfxtp_1
Sw Pwr = 2.00 mW
Avg Inst Size Synth = 15.5 sq um
Most frequent cells after synthesis = 1024 x edfxtp_1, 992 x and2_1, 486 x mux4_2
Rel. slew slack = 36.7%
Placed Area = 56900 sq um
Clock Pin Slew Worst Setup and Hold Paths = 0.06 ns
Mapped Cells = 3494
Hold-fix buffers at CTS = 0
Post-route cell area = 60500 sq um
CTS Buffer Depth = 3
Post-synth area from yosys stat = 54100 sq um
Post-synth regs = 1024
LEAKAGE = 20.3 nW
ANT nets after route = 0
CTS tree = built
Initial antenna violation count = 11
FP Core Util = 40.4%
power by group through the flow:
stage | registers [mW] | clock network, mW | logic, mW
6_report | 4.02 | 3.32 | 0.950
5_1_grt | 4.04 | 3.47 | 0.998
4_1_cts | 4.02 | 3.35 | 0.947
layer usage:
metal / wire length (microns) / global-route usage, % / vias to the layer above
li1: - / - / 13600
met1: 58100 / 34.9 / 16000
met2: 81100 / 40.8 / 2586
met3: 35800 / 24.9 / 432
met4: 6900 / 8.32 / 28
met5: 706 / 4.76 / -
kinds of logic (layout without fill, tap and decap cells):
family,Yosys count,after routing,share of synthesized area [%]
buf+inv,387,471,3.94
xor+xnor,10,10,0.162
other cells,1,41,0.00693
mux,519,519,21.5
simple gates,1236,1236,14.0
compound gates,317,317,3.56
flops,1024,1024,56.8
path summary, 6_finish.rpt:
path / start / endpoint / slack (ns) / cells past startpoint
worst max-delay path: rs_1_addr_in[1] / rs_1_out[29] / 3.76 / 8
worst min-delay path: ms_riscv32_mp_rst_in / reg_file[0][15] / 2.63 / 2
cells in the final DEF (no fill, tap or decap), types with 9 or more instances in the layout:
cell	instances
and2_1	992
buf_4	150
bufinv_16	14
clkbuf_1	14
clkbuf_16	114
clkdlybuf4s50_1	108
clkinv_1	29
clkinv_2	30
conb_1	32
diode_2	9
edfxtp_1	1024
mux2i_1	11
mux4_1	22
mux4_2	486
nand2_1	65
nand3b_1	12
nor2_4	31
o21ai_1	62
o22ai_1	248
or2_2	31
or4_1	63
cell type report:
type | count | area, sq um | area share, %
diodes | 9 | 22.5 | 0.0372
clock buffers | 128 | 2910 | 4.80
clock inverters | 80 | 744 | 1.23
multi-input cells | 2114 | 21600 | 35.7
flip-flops and latches | 1024 | 30700 | 50.8
well taps | 1768 | 2210 | 3.65
repair buffers | 263 | 2290 | 3.78
stage by stage:
| stage | power [mW] | instances | utilization (%) |
|---|---|---|---|
| 2_1_floorplan | 4.63 | 3525 | - |
| 3_3_place_gp | 5.03 | 5169 | 42.5 |
| 3_5_place_dp | 5.03 | 5169 | 42.5 |
| 4_1_cts | 8.32 | 5377 | 45.2 |
| 5_1_grt | 8.51 | 5381 | 45.2 |
| 6_report | 8.29 | 5386 | 45.2 |
worst max-delay path, cell delays in order:
cell and delay [ns]:
buf_8 0.31, buf_4 0.67, buf_4 0.69, mux4_2 0.33, o22ai_1 0.13, or4_1 0.56, o21ai_1 0.40, clkdlybuf4s50_1 0.56
Power figures rest on the tool's default switching activity, not on a simulated workload.
