## flow/design.v

```verilog
module msrv32_reg_block2(clk_in , reset_in , rd_addr_in , csr_addr_in , rs1_in , rs2_in , pc_in , pc_plus_4_in , branch_taken_in , iadder_in , alu_opcode_in , load_size_in , load_unsigned_in , alu_src_in , csr_wr_en_in , rf_wr_en_in , wb_mux_sel_in , csr_op_in , imm_in , imm_reg_out , csr_op_reg_out , wb_mux_sel_reg_out , rf_wr_en_reg_out , csr_wr_en_reg_out, alu_src_reg_out, load_unsigned_reg_out , load_size_reg_out , alu_opcode_reg_out , iadder_out_reg_out , pc_plus_4_reg_out , pc_reg_out , rs2_reg_out , rs1_reg_out , csr_addr_reg_out , rd_addr_reg_out);
input clk_in, reset_in , branch_taken_in ,load_unsigned_in , alu_src_in , csr_wr_en_in , rf_wr_en_in ;
input [4:0] rd_addr_in;
input [11:0] csr_addr_in;
input [31:0] rs1_in,rs2_in , pc_in , pc_plus_4_in , iadder_in , imm_in;
input [3:0] alu_opcode_in;
input [1:0] load_size_in;
input [2:0] wb_mux_sel_in , csr_op_in;
output reg[31:0] imm_reg_out , rs1_reg_out,rs2_reg_out,pc_reg_out,pc_plus_4_reg_out,iadder_out_reg_out;
output reg[4:0] rd_addr_reg_out;
output reg[11:0] csr_addr_reg_out;
output reg load_unsigned_reg_out , alu_src_reg_out , csr_wr_en_reg_out , rf_wr_en_reg_out;
output reg [3:0] alu_opcode_reg_out;
output reg[1:0] load_size_reg_out;
output reg[2:0] wb_mux_sel_reg_out , csr_op_reg_out;
always @(posedge clk_in)
begin
if(reset_in)
begin
imm_reg_out <=0 ;  rs1_reg_out <= 0 ;rs2_reg_out <= 0 ;pc_reg_out <= 0 ;pc_plus_4_reg_out <= 0 ;iadder_out_reg_out <= 0;
rd_addr_reg_out <= 0;
csr_addr_reg_out <= 0;
load_unsigned_reg_out <= 0 ; alu_src_reg_out <= 0 ; csr_wr_en_reg_out <= 0 ; rf_wr_en_reg_out <= 0;
alu_opcode_reg_out <= 0;
 load_size_reg_out <= 0;
wb_mux_sel_reg_out <= 0 ;  csr_op_reg_out <= 0 ;
imm_reg_out <= 0;
end
else
begin
rd_addr_reg_out <= rd_addr_in;
csr_addr_reg_out <= csr_addr_in;
rs1_reg_out <= rs1_in ;
rs2_reg_out <= rs2_in;
pc_reg_out <=  pc_in;
pc_plus_4_reg_out <= pc_plus_4_in ;
iadder_out_reg_out[31:1] <= iadder_in[31:1];
iadder_out_reg_out[0]<= branch_taken_in? 0:iadder_in[0];
alu_opcode_reg_out <= alu_opcode_in;
load_size_reg_out <= load_size_in;
load_unsigned_reg_out <= load_unsigned_in;
alu_src_reg_out <= alu_src_in;
csr_wr_en_reg_out <= csr_wr_en_in;
rf_wr_en_reg_out <= rf_wr_en_in;
wb_mux_sel_reg_out <= wb_mux_sel_in;
csr_op_reg_out <= csr_op_in;
imm_reg_out <= imm_in;
end
end
endmodule
```

## flow/run.sh

```bash
#!/bin/bash
# OpenROAD 26Q1-2900-gdf79404cd8, Yosys 0.63+post, stock flow scripts
make -C /OpenROAD-flow-scripts/flow DESIGN_CONFIG=/design/flow/config.mk WORK_HOME=/design/flow/orfs finish
```

## flow/config.mk

```make
export PLATFORM = sky130hd
export DESIGN_NAME = msrv32_reg_block2
export DESIGN_NICKNAME = msrv32_reg_block2
export VERILOG_FILES = /design/flow/design.v
export SDC_FILE = /design/flow/constraint.sdc
export NUM_CORES = 4
export LEC_CHECK = 1
export CORE_AREA = 10 10 221 221
export DIE_AREA = 0 0 231 231
```

## flow/constraint.sdc

```tcl
current_design msrv32_reg_block2

set clk_period 1.0
set clk_io_pct 0.2

create_clock -name clk0 -period $clk_period [get_ports {clk_in}]

set non_clock_inputs [all_inputs -no_clocks]
set_input_delay [expr $clk_period * $clk_io_pct] -clock clk0 $non_clock_inputs
set_output_delay [expr $clk_period * $clk_io_pct] -clock clk0 [all_outputs]
```

==> results.yml <==
# synthesis and place-and-route metrics
synth:
  synth_top_area_share: 0.670
  ys_types: 9
  synth-seq-cells: 225
  yosys-stat-area_mm2: 0.00672
  edf_count: 0
  yosys_warnings: 1
  yosys_cells: 475
  synthTopCellsByCount: "dfxtp_1 (225), nor2b_1 (94), nor2b_2 (90)"
  syn_area_mm2: 0.00672
  flop_cell: "dfxtp_1"
  yosys.stat.seqShare: 0.670
  yosys.area.top_type: "dfxtp_1"
  top_cell: "dfxtp_1"
  top_cells_by_area: "dfxtp_1 (67%), nor2b_2 (12%), nor2b_1 (8.7%)"
  synthCells: 475
  async_flop_share: 0
  synth_area_per_cell_um2: 14.2
route:
  wl_per_cell_um: 15.9
  drcViolationCount: 0
  drt_iter0_drc: 118
  drtAntennaViolNets: 0
  vias_per_cell: 3.15
  num_vias: 4949
  drtPass1Iterations: 3
  wirelength_um: 25000
  diodes: 0
timing:
  tightest_slew_ns: 0.231
  min_period_ns: 1.23
  rsz0062_at_grt: "yes"
  slew_viol_final: 0
  max_freq_ghz: 0.816
  relSlewSlack: 0.846
  fin_crit_sh: 1.23
  finalHoldViolCount: 0
  setup_slack_ns: -0.226
  setup_violations: 227
hold_path:
  holdPathStages: 2
  min_to: "iadder_out_reg_out[11]$_SDFF_PP0_"
  hp-start: "iadder_in[11]"
  hp-class: "in -> reg"
critical_path:
  slowest_delay_ns: 0.40
  cp.required_ns: 0.80
  cp.depth: 1
  crit_slowest_cell: "dfxtp_4"
  cp_cell_sequence: "buf_6"
  path_max_fanout: 1
  cp.arrival_ns: 1.03
  path_delay_family: "flip-flops"
  worstSetupPathType: "reg -> out"
  crit_path_end_kind: "output port"
  path_buffers: 1
  start_kind: "flop"
placement:
  pre_cts_ws_ns: -0.278
  placed_cells: 1528
  dp_hpwl_um: 19800
  gp_congestion: 0.813
  io_buffers: 452
layout:
  final_cells: 1573
  drive_above_1_share: 0.476
  area_growth_pct: 77.0
  fillers: 4673
clocking:
  cts_buffers: 25
  cts_sinks: 225
  cts_tree: "done"
  path_clk_slew_ns: 0.06
  clockRootBuffer: "clkbuf_16"
  clk_path_buf_depth: 3
  htreeDepth: 1
  post-cts-setup-buffers: 0
job:
  warnings: 27
  cap_viol_max_count: 0
grt:
  grt_pass1_wl_um: 35200
  grt_overflow_total: 0
  grt.total_usage: 0.0880
  grt_max_degree: 46
  antenna_found_initial: 4
  grt_pass1_vias: 5263
die:
  die_x_um: 231
  chipArea_mm2: 0.0534
  core-area_mm2: 0.0441
  fp_util: 0.152
  ios: 453
  die_h_um: 231
  rows: 77
pwr:
  peakVddDrop_uv: 1140
  cellLeakagePower_nw: 5.27
  p_per_area_mw_per_mm2: 1730
  total_power_w: 0.0206
run_status:
  violations: "negative setup slack"
  outcome: "finished with violations"
## through the flow
stage | TNS (ns) | utilization | hold slack [ns] | cell area [um2]
finish | -28.88 | 0.270 | 0.219 | 11900
global route | -40.40 | 0.270 | 0.190 | 11900
CTS | -40.35 | 0.268 | 0.170 | 11800
detailed placement | -1.01 | 0.274 | 0.553 | 12100
global placement | -1.10 | 0.274 | 0.555 | 12100
floorplan | 0 | - | 0.276 | 6720
## timing repair
action	in CTS	in global routing
endpoints found under the setup margin	225	259
gates resized	782	21
hold buffers	1	0
gates cloned	0	1
hold endpoints to repair	2	0
pin swaps	0	0
## kinds of logic (layout without fill, tap and decap cells)
kind of cell | Yosys count | in the layout | share of synthesized area
AND/OR/NAND/NOR | 225 | 225 | 0.288
buffers and inverters | 25 | 531 | 0.0424
flip-flops | 225 | 225 | 0.670
## worst max-delay path by stage
stage | startpoint | endpoint | slack [ns]
after global routing | csr_addr_reg_out[8]$_SDFF_PP0_ | csr_addr_reg_out[8] | -0.29
final | csr_addr_reg_out[1]$_SDFF_PP0_ | csr_addr_reg_out[1] | -0.23
after CTS | csr_addr_reg_out[8]$_SDFF_PP0_ | csr_addr_reg_out[8] | -0.30
## state kept, by name, summed over array words and instances (netlist names), 4 cells and up
name and flops:
rd_addr_reg_out 5, pc_reg_out 32, imm_reg_out 32, iadder_out_reg_out 32, rs2_reg_out 32, pc_plus_4_reg_out 32
csr_addr_reg_out 12, alu_opcode_reg_out 4, rs1_reg_out 32
## power breakdown
| group | internal, W | switching (W) | leakage, nW |
|---|---|---|---|
| Sequential | 0.00946 | 0.000117 | 1.89 |
| Clock | 0.00525 | 0.00359 | 0.381 |
| Combinational | 0.00160 | 0.000633 | 3.00 |
## cell type report
class	count	area, um2	share of cell area
sequential	225	4560	0.383
clock buffer	36	687	0.0577
clock inverter	7	88.8	0.00746
timing repair buffer	488	3870	0.325
multi-input combinational	225	1950	0.164
tap	592	741	0.0622
## placed cells by master (no fill, tap or decap), drive strengths merged
master,n
dfxtp,225
nor2b,224
clkbuf,37
dlygate4sd3,1
clkinv,5
bufinv,2
nor3b,1
buf,260
clkdlybuf4s50,226
## per-layer routing
layer	track usage	share of wire	vias up
met4	0.0214	0.027	8
met1	0.0982	0.37	2198
li1	-	-	2412
met3	0.0487	0.13	45
met2	0.144	0.46	286
met5	0	0.0021	-
No activity file was given, so power comes from the tool's default toggle rates.
